==> flow/design.v <==
module register #(
    parameter bus_width=1
) (
    input  wire [bus_width-1:0] d,
    input  wire                 clk,rst,enable,
    output reg  [bus_width-1:0] q
);
always @(posedge clk or negedge rst) begin
    if (!rst) begin
        q<=0;
    end
    else if(enable==1) begin
        q<=d;
    end
    else begin
        q<=q;
    end
end
endmodule
module MUX #(
    parameter bus_width=1
) (
    input wire [bus_width-1:0] in1,in2,
    input wire sel_line,
    output reg [bus_width-1:0] out
);
always @(*) begin
    case (sel_line)
        1'b0:  out=in1;
        1'b1: out=in2;
        default: out=in1;
    endcase    
end
endmodule
module serializer #(
    parameter  bus_width=8
) (
    input  wire clk,enable,rst,data_valid,
    input  wire [bus_width-1:0] p_data,
    output wire s_data
);
wire [bus_width-1:0] shr_out;
wire [bus_width-2:0] mux_out;
genvar i;
generate
    for (i=1; i<=(bus_width-1); i=i+1) begin : doo
        MUX #(.bus_width(1)) mux_0(.in1(shr_out[i-1]),.in2(p_data[i]),.sel_line(data_valid),.out(mux_out[i-1]));
    end
endgenerate
register #(.bus_width(1)) d0 (.d(p_data[0]),.rst(rst),.clk(clk),.enable(enable||data_valid),.q(shr_out[0]));
generate
    for (i=1; i<=(bus_width-1); i=i+1) begin : dop
        register #(.bus_width(1)) d1 (.d(mux_out[i-1]),.clk(clk),.rst(rst),.enable(enable||data_valid),.q(shr_out[i])); 
    end
endgenerate
register #(.bus_width(1)) d3 (.d(shr_out[bus_width-1]),.clk(clk),.rst(rst),.enable(enable),.q(s_data));
endmodule
module prallelizer #(
    parameter bus_width=8,
    parameter counter_reg=$clog2(bus_width)
) (
    input  wire                          clk,rst,enable,s_data,
    output wire [bus_width-1:0]          p_data 
);
wire [bus_width-1:0] q;
reg [counter_reg-1:0] counter;
genvar i;
 register #(.bus_width(1)) d0 (.d(s_data),.clk(clk),.rst(rst),.enable(enable),.q(q[0])); 
generate
    for (i = 1 ; i<= bus_width-1 ;i= i+1 ) begin : doi
        register #(.bus_width(1)) d1 (.d(q[i-1]),.clk(clk),.rst(rst),.enable(enable),.q(q[i])); 
    end
endgenerate
 assign p_data[bus_width-1:0]=q[bus_width-1:0];
endmodule
module counter #(
    parameter reg_number=3
) (
    input  wire   clk,rst,enable,
    output wire [reg_number-1:0] c_i
);
genvar i;
register #(.bus_width(1)) d1 (.d(!c_i[0]),.clk(clk),.rst(rst),.enable(enable),.q(c_i[0])); 
generate
    for (i = 1 ; i< reg_number ; i=i+1 ) begin : doy
        register #(.bus_width(1)) d2 (.d(!c_i[i]),.clk(!c_i[i-1]),.rst(rst),.enable(enable),.q(c_i[i])); 
    end
endgenerate
endmodule
module clk_divider #(
    parameter reg_number=3
) (
    input  wire   clk,rst,enable,i_cpol,
    output reg    out_clk,
    output wire [reg_number-1:0] c_i
);
genvar i;
register #(.bus_width(1)) d1 (.d(!c_i[0]),.clk(clk),.rst(rst),.enable(enable),.q(c_i[0])); 
generate
    for (i = 1 ; i< reg_number ; i=i+1 ) begin : dow
        register #(.bus_width(1)) d2 (.d(!c_i[i]),.clk(!c_i[i-1]),.rst(rst),.enable(enable),.q(c_i[i])); 
    end
endgenerate
always @(*) begin
    if (i_cpol==1 && enable==1)
    out_clk<=~c_i[reg_number-1];
    else if(i_cpol==0 && enable==1)
    out_clk<=c_i[reg_number-1 ];
    else if(i_cpol==1 && enable==0)
    out_clk<=1;
    else if(i_cpol==0 && enable==0)
    out_clk<=0;
    else if(i_cpol==1)
    out_clk<=1;
    else if(i_cpol==0)
    out_clk<=0;
    else
    out_clk<=0;
end
endmodule
module SPI_signal_gen #(
    parameter reg_number=3,
    parameter num_of_bits=6
) (
    input  wire   clk,rst,i_cpol,i_tx_valid,
    output wire    out_clk,o_tx_rdy,
    output reg    o_leading_edge,o_trailing_edge
);
wire [reg_number-1:0] c_i;
wire [num_of_bits-1:0] c_i_1;
wire i_tx_valid_delayed;
wire enable_extended,pulse_enable;
reg tx_pre_ready;
assign i_tx_valid_delayed=i_tx_valid;
clk_divider #(.reg_number(reg_number)) clk_divider_1(.clk(clk),.rst((~o_tx_rdy)&rst),
                                                 .enable(enable_extended),.i_cpol(i_cpol),
                                                 .out_clk(out_clk),.c_i(c_i));
always @(posedge clk or negedge rst) begin
    if (!rst)
    o_leading_edge<=0;
    else if (c_i==2)
    o_leading_edge<=1;
    else
    o_leading_edge<=0;
end
always @(posedge clk or negedge rst) begin
    if (!rst)
    o_trailing_edge<=0;
    else if (c_i==6)
    o_trailing_edge<=1;
    else
    o_trailing_edge<=0;
end
counter #(.reg_number(num_of_bits)) counter_1(.clk(clk),.rst((~o_tx_rdy)&rst),
                                                 .enable(enable_extended),.c_i(c_i_1));
always @(posedge clk or negedge rst) begin
    if (!rst)
    tx_pre_ready<=0;
    else if (c_i_1==62)
    tx_pre_ready<=1;
    else
    tx_pre_ready<=0;
end
reg x,y;
always @(*) begin
    x= i_tx_valid_delayed | enable_extended;
    y= ~tx_pre_ready & x;
end
register #(.bus_width(1)) d1 (.d(y),.clk(clk),.rst(rst),.enable(1'b1),.q(enable_extended)); 
register #(.bus_width(1)) d2 (.d(tx_pre_ready),.clk(clk),.rst(rst),.enable(1'b1),.q(o_tx_rdy)); 
endmodule
module SPI_master #(
    parameter bus_width=8,
    parameter reg_number=3,
    parameter num_of_bits=6
) (
    input   wire                    i_Clk,i_Rst_L,i_TX_DV,i_SPI_MISO,
    input   wire  [bus_width-1:0]   i_TX_Byte,
    output  wire  [bus_width-1:0]   o_RX_Byte,
    output  wire                    o_SPI_MOSI,o_TX_Ready,o_SPI_Clk 
);
wire o_trailing_edge,o_leading_edge;
SPI_signal_gen #(.reg_number(3),.num_of_bits(6)) SPI_signal_gen_0(
    .clk(i_Clk),
    .rst(i_Rst_L),
    .i_cpol(1'b1),
    .i_tx_valid(i_TX_DV),
    .out_clk(o_SPI_Clk),
    .o_tx_rdy(o_TX_Ready),
    .o_leading_edge(o_leading_edge),
    .o_trailing_edge(o_trailing_edge)
    );
serializer #(.bus_width(bus_width)) serializer_0(
    .clk(i_Clk),
    .enable(o_leading_edge),
    .rst(i_Rst_L),
    .data_valid(i_TX_DV),
    .p_data(i_TX_Byte),
    .s_data(o_SPI_MOSI)
    );
prallelizer #(.bus_width(bus_width)) parallelizer_0 (
    .clk(i_Clk),
    .enable(o_trailing_edge),
    .rst(i_Rst_L),
    .p_data(o_RX_Byte),
    .s_data(i_SPI_MISO)
);
endmodule
==> flow/run.sh <==
#!/bin/bash
# OpenROAD 26Q1-2900-gdf79404cd8, Yosys 0.63+post, stock flow scripts
make -C /OpenROAD-flow-scripts/flow DESIGN_CONFIG=/design/flow/config.mk WORK_HOME=/design/flow/orfs finish
==> flow/config.mk <==
export PLATFORM = sky130hd
export DESIGN_NAME = SPI_master
export DESIGN_NICKNAME = SPI_master
export VERILOG_FILES = /design/flow/design.v
export SDC_FILE = /design/flow/constraint.sdc
export NUM_CORES = 4
export LEC_CHECK = 1
export CORE_UTILIZATION = 30
==> flow/constraint.sdc <==
current_design SPI_master

set clk_period 1.6
set clk_io_pct 0.2

create_clock -name clk0 -period $clk_period [get_ports {i_Clk}]

set non_clock_inputs [all_inputs -no_clocks]
set_input_delay [expr $clk_period * $clk_io_pct] -clock clk0 $non_clock_inputs
set_output_delay [expr $clk_period * $clk_io_pct] -clock clk0 [all_outputs]
==> impl_metrics.json <==
{
  "status": "completed",
  "rsz0062_at_grt": "no",
  "path_max_fanout": 2,
  "arrival_ns": 1.19,
  "worstSetupStartpointType": "flop",
  "chip_area_um2": 4420,
  "warnings": 25,
  "critical_path_class": "reg2out",
  "fillers": 373,
  "period_needed_ns": 1.51,
  "worst_pin_slew_ns": 0.449,
  "syn_inst": 92,
  "fin_total_pwr_mw": 2.05,
  "grt_max_degree": 23,
  "max_cap_viol_count": 0,
  "skew_ns": 0.00284,
  "cts_resized": 0,
  "numPortBuffers": 22,
  "endpoint_kind": "output port",
  "place_congestion": 0.687,
  "yosys_register_bits": 31,
  "layout_worst_path_cycle_share_pct": 94.3,
  "grt_pass1_vias": 682,
  "vias": 691,
  "cts_hold_buf": 0,
  "setup_violations": 0,
  "unclocked_pins": 7,
  "slew_viol_final": 0,
  "hold_violations": 0,
  "untimed_endpoints": 7,
  "postSynthSeqShare_pct": 62.2,
  "min_path_type": "reg2async",
  "yosysUniqueCellTypes": 18,
  "drtPass1Iterations": 3,
  "grt_first_pass_wirelength_um": 3120,
  "dp_hpwl_um": 1330,
  "antenna_left": 0,
  "die_h_um": 66.5,
  "area_growth_pct": 23.5,
  "yosys_area_um2": 1250,
  "cts.clk_slew.worst_paths_ns": 0.09,
  "chipWidth_um": 66.5,
  "power.density_nw_per_um2": 1330,
  "synth.avg_cell_area_um2": 13.6,
  "antenna_found_initial": 0,
  "p_leak_nw": 0.647,
  "wirelength_um": 1830,
  "cts_buffers": 3,
  "cts_max_level": 1,
  "slew_headroom_pct": 70.1,
  "fmax_mhz": 663,
  "grt_overflow": 0,
  "dpl_cell_area_um2": 1470,
  "num_rows": 23,
  "regArea_um2": 776,
  "cts_tree": "built",
  "layout.cells.most_common": "dfrtp_1",
  "cts_buffer_depth": 2,
  "io_pins": 23,
  "track_usage_pct": 9.82,
  "ys_cells": 92,
  "cp_data_required_time_ns": 1.28,
  "finalInstanceArea_um2": 1540,
  "final_cell_mix": "dfrtp_1, clkdlybuf4s50_1, mux2_2, xor2_1, nand2_1",
  "drtIter0Drc": 27,
  "vias_per_cell": 4.32,
  "initial_core_util_pct": 31.2,
  "cts-root-buf": "clkbuf_8",
  "ys_warn_count": 4,
  "vdd_drop_max_uv": 615,
  "layout.area.comb_um2": 380,
  "fin_setup_tns_ns": 0,
  "antennaDiodeCount": 0,
  "avgRoutedWirePerCell_um": 11.4,
  "coreArea_um2": 4000,
  "synth_area_um2": 1250,
  "drc": 0,
  "clkLatencyLatePin_ns": 0.27,
  "drive_gt1_share_pct": 17.3,
  "post-cts-setup-buffers": 0
}
## Yosys cell counts (all sizes together)
library cell  instances  area (µm²)
nor2                  3        13.8
dfrtn                 7         175
mux2i                 7        70.1
mux2                 10         116
nand2                 8        30.0
xor2                  9        78.8
nor2b                 1        6.26
o21ai                 7        35.0
buf                  12        91.3
nor3b                 2        15.0
dfrtp                24         601
and3b                 1        8.76
nand4                 1        6.26
## power breakdown
| group | internal (mW) | leakage, nW | switching, mW |
|---|---|---|---|
| Combinational | 0.389 | 0.233 | 0.103 |
| Clock | 0.334 | 0.0357 | 0.194 |
| Sequential | 0.852 | 0.378 | 0.179 |
## cells by family after synthesis
| family | after synthesis | synth area share, % |
|---|---|---|
| buffers and inverters | 12 | 7.32 |
| muxes | 17 | 14.9 |
| AOI/OAI and AO/OA | 7 | 2.81 |
| xor gates and xnor gates | 9 | 6.32 |
| DFF | 31 | 62.2 |
| and+or+nand+nor | 16 | 6.42 |
## per-layer routing
layer | global-route usage (%) | share of wire [%] | wire [µm] | vias up
li1 | - | - | - | 329
met1 | 15.0 | 51 | 939 | 342
met2 | 14.9 | 43 | 792 | 16
met3 | 2.78 | 4.5 | 82 | 4
met4 | 1.06 | 0.93 | 17 | 0
met5 | 0 | 0 | 0 | -
## state kept, by name (all words and copies together) (netlist names), 2 cells and up
name and count:
parallelizer_0.doi.d1.q 7, serializer_0.dop.d1.q 7, SPI_signal_gen_0.counter_1.doy.d2.q 5, SPI_signal_gen_0.clk_divider_1.dow.d2.q 2
## worst paths after layout
kind / from / to / slack, ns / cells past startpoint
worst min register to register: SPI_signal_gen_0.d2.q$_DFF_PN0_ / SPI_signal_gen_0.clk_divider_1.d1.q$_DFFE_PN0P_ / 0.36 / 2
worst min-delay path: SPI_signal_gen_0.d2.q$_DFF_PN0_ / SPI_signal_gen_0.clk_divider_1.d1.q$_DFFE_PN0P_ / 0.36 / 2
min in group clk0: SPI_signal_gen_0.tx_pre_ready$_DFF_PN0_ / SPI_signal_gen_0.d2.q$_DFF_PN0_ / 0.38 / 0
worst max-delay path: SPI_signal_gen_0.d1.q$_DFF_PN0_ / o_SPI_Clk / 0.09 / 2
worst max register to register: SPI_signal_gen_0.o_leading_edge$_DFF_PN0_ / serializer_0.d0.q$_DFFE_PN0P_ / 0.45 / 2
max in group asynchronous: i_Rst_L / serializer_0.d0.q$_DFFE_PN0P_ / 0.90 / 2
## metrics by stage
| stage | utilization (%) | setup WS, ns | hold slack [ns] | std cells |
|---|---|---|---|---|
| 3_3_place_gp | 36.7 | 0.323 | 0.339 | 156 |
| 5_1_grt | 38.5 | 0.0571 | 0.386 | 160 |
| 4_1_cts | 38.5 | 0.0925 | 0.366 | 160 |
| 2_1_floorplan | - | 0.581 | 0.0244 | 92 |
| 6_report | 38.5 | 0.0909 | 0.362 | 160 |
| 3_5_place_dp | 36.7 | 0.295 | 0.343 | 156 |
## final cells by class
cell class              count  share of cell area (%)
flip-flops and latches     31                    50.4
well taps                  50                    4.06
repair buffers             26                    16.2
multi-input cells          49                    24.7
clock inverters             1                    1.95
clock buffers               3                    2.68
## critical path, stage by stage, from the launching register on
cell,delay [ns]
dfrtp_1,0.38
nand2_1,0.08
clkdlybuf4s50_1,0.47
Power figures rest on the tool's default switching activity, not on a simulated workload.
